$ cat flow/config.mk
export PLATFORM = sky130hd
export DESIGN_NAME = CR
export DESIGN_NICKNAME = CR
export VERILOG_FILES = /design/flow/design.v
export SDC_FILE = /design/flow/constraint.sdc
export NUM_CORES = 4
export LEC_CHECK = 1
export CORE_AREA = 10 10 70 70
export DIE_AREA = 0 0 80 80
$ cat flow/constraint.sdc
current_design CR

set clk_period 1.2
set clk_io_pct 0.2

create_clock -name clk0 -period $clk_period

set non_clock_inputs [all_inputs -no_clocks]
set_input_delay [expr $clk_period * $clk_io_pct] -clock clk0 $non_clock_inputs
set_output_delay [expr $clk_period * $clk_io_pct] -clock clk0 [all_outputs]
$ cat flow/design.v
`timescale 1ns / 1ps
module CR(
	 input [3:0] Oi,
    input brx,
    input IFgn,
    input IFgz,
    output LRCR,
    output [1:0] mux1CR,
    output PCCR,
    output RegCR,
    output mux2CR,
    output [3:0] OPALU,
    output NFCR,
    output ZFCR,
    output DMCR,
    output [1:0] WBCR,
    output Reg1CR,
    output Reg2CR
    );
wire [3:0] OPALUc;
	 assign LRCR = (Oi == 11) ? 1:0;
	 assign mux1CR = (Oi == 12) ? 0: (Oi == 9 || (Oi == 10 && brx == 0 && IFgz == 1) || (Oi == 10 && brx == 1 && IFgn == 1) || Oi == 11) ? 2 : 1;
	 assign PCCR = 1;
	 assign RegCR = (Oi == 0 || Oi == 6 || Oi == 9 || Oi == 10 || Oi == 11 || Oi == 12 || Oi == 14) ? 0 : 1;
	 assign mux2CR = (Oi == 7) ? 0 : 1;
	 assign OPALUc = Oi;
	 assign OPALU = OPALUc;
	 assign NFCR = (Oi == 1 || Oi == 2 || Oi == 3) ? 1 : 0;
	 assign ZFCR = (Oi == 1 || Oi == 2 || Oi == 3 || Oi == 4 || Oi == 5) ? 1 : 0;
	 assign DMCR = (Oi == 14) ? 1 : 0;
	 assign WBCR = (Oi == 1 || Oi == 2 || Oi == 3 || Oi == 4 || Oi == 5) ? 0 : (Oi == 13) ? 1 : (Oi == 8) ? 2 : 3;
	 assign Reg1CR = (Oi == 6) ? 1 : 0;
	 assign Reg2CR = (Oi == 6) ? 1 : 0;
endmodule
$ cat flow/run.sh
#!/bin/bash
# OpenROAD 26Q1-2900-gdf79404cd8, Yosys 0.63+post, stock flow scripts
make -C /OpenROAD-flow-scripts/flow DESIGN_CONFIG=/design/flow/config.mk WORK_HOME=/design/flow/orfs finish
==> impl_metrics.ini <==
; flow metrics
[floorplanning]
die_w_um = 80
core_area_sq_um = 3416
fp_util = 0.07729
chipArea_sq_um = 6400
die-height_um = 80
ios = 24
rows = 21

[global_route]
use_met3 = 0.01591
grt_pass1_vias = 383
grt_usage = 0.03209
antenna_found_initial = 0
top_usage_layer = met2
grt_pass1_wl_um = 1766
grtUsageMet2 = 0.04976
grt_remaining_overflow = 0
grt_max_degree = 11
grt_use_met1 = 0.04153

[placed_design]
portBuffers = 23
pre_cts_ws_ns = -0.9418
globalplace.congestion = 0.7488
dp_hpwl_um = 883.8

[synthesis]
ys_types = 22
ys_cells = 41
syn_inst = 41
yosys_warnings = 0
ys_seq_frac = 0
syn_area_sq_um = 264.0
yosys-stat-area_sq_um = 264.0
avgSynthCellArea_sq_um = 6.439

[routing]
wl_per_cell_um = 10.07
num_vias = 371
drc = 0
firstDrtPassIters = 2
drtIter0Drc = 6
viasPerCell = 3.283
diodes = 0
ant_nets = 0
wl_um = 1138

[timing]
hold_viol_final = 0
finalSetupViolations = 1
setup_ws_ns = -0.01458
rsz0062_at_grt = true
period_used_share = 1.012
fin_setup_tns_ns = -0.01458
fmax_ghz = 0.8233
slew_viol_final = 0
period_needed_ns = 1.215

[setup_path]
critPathMaxFanout = 9
cp.required_ns = 0.96
endpoint_kind = output port
start_kind = input pin
arrival_ns = 0.97
critPathKind = in2out

[power_and_ir_drop]
power_density_nw_per_um2 = 299.3
finalPower_mw = 0.1865
ir_drop_uv = 79.80
power_leakage_nw = 0.2798

[clocking]
holdBufCountCts = 0

[job]
warning_count = 34
drv_cap = 0

[final_layout]
seq_cell_count = 0
mostFrequentLayoutCells = 10 x buf_4, 8 x buf_2, 5 x nor2_1
drive_gt1_frac = 0.5970
seq_area_sq_um = 0
lay_top_count = buf_4
clock_buffers = 0
post-route-util = 0.1824
nFillCells = 392
syn_to_final_growth_pct = 136.0
comb_area_sq_um = 240.2

[hold_path]
hold_path_class = in2out

[outcome]
status = complete, but fails checks
violations = setup timing
Yosys cell counts (2+ instances only):
master | number | area (sq um)
buf_4 | 8 | 60.06
nor2_1 | 7 | 26.28
nand2_1 | 3 | 11.26
nor3_1 | 3 | 15.01
nand2b_1 | 2 | 12.51
o21a_1 | 2 | 15.01
critical path: stages:
cell and delay, ns:
buf_12 0.12, and2b_1 0.18, buf_6 0.12, nand2_2 0.05, o311a_1 0.17, buf_2 0.10
layer usage:
layer,up-vias,wire length [um]
li1,188,-
met1,164,529
met2,19,437
met3,0,171
met4,0,0
met5,-,0
worst paths after layout:
| check | cells past startpoint | slack (ns) | startpoint | end |
|---|---|---|---|---|
| worst min-delay path | 3 | 0.78 | Oi[0] | WBCR[1] |
| worst max-delay path | 6 | -0.01 | Oi[3] | mux1CR[0] |
power by group:
| part | switching [mW] | total, mW | internal, mW |
|---|---|---|---|
| Sequential | 0 | 0 | 0 |
| Combinational | 0.0677 | 0.186 | 0.119 |
| Clock | 0 | 0 | 0 |
| Total | 0.0677 | 0.186 | 0.119 |
kinds of logic (layout without fill, tap and decap cells):
kind of cell	count (synthesis)	count (layout)	share of synthesized area
other cells	1	1	0.01420
compound gates	8	8	0.2180
buf+inv	10	36	0.2891
mux	1	1	0.04265
simple gates	21	21	0.4360
through the flow:
stage	hold slack, ns	cell area (sq um)	cells
after floorplan	0.5464	264.0	41
after global placement	1.552	528.0	107
after detailed placement	1.565	528.0	107
after CTS	0.8460	565.5	111
after global routing	0.8139	623.1	113
final	0.7767	623.1	113
final cells by class:
cell class / instances / share of cell area
Multi-Input combinational cell: 31 / 0.3855
Tap cell: 46 / 0.09237
Timing Repair Buffer: 36 / 0.5221
timing repair:
item / in CTS / in global routing
endpoints found under the setup margin: 16 / 7
setup buffers: 4 / 3
pin swaps: 8 / 7
gates resized: 72 / 18
Power is estimated from default activity; no workload was simulated.
