==> ./design.v <==
`timescale 1ns / 1ps
module Alu(
    input [7:0] IRa,
    input [7:0] IRb,
    input [3:0] OPALU,
    output OFgn,
    output OFgz,
    output [7:0] OALUD
    );
assign OFgz = (OPALU == 4) ? IRa[7] : (OPALU == 5) ? IRa[0] : ((OPALU == 1 && (IRa+IRb) == 0) || (OPALU == 2 && (IRa-IRb) == 0) || (OPALU == 3 && ~(IRa && IRb) == 0)) ? 1 : 0; 
assign OALUD =(OPALU==1)? (IRa+IRb):(OPALU==2)? (IRa-IRb) :(OPALU==3)? ~(IRa & IRb) :(OPALU==4)? (IRa<<1)   : (OPALU==5)? (IRa>>1)  :0;
assign OFgn = ((OPALU == 1 && OALUD[7] == 1) || (OPALU == 2 && OALUD[7] == 1) || (OPALU == 3 && OALUD[7] == 1)) ? 1 : 0;  
endmodule
`timescale 1ns / 1ps
module EXE(
    input [7:0] Ira,
    input [7:0] Irb,
    input [3:0] OPALU,
    output IFgn,
    output IFgz,
   output [7:0] OALUD,
    input rst,
    input clk,
    input NFCR,
    input ZFCR
    );
 wire NZ_rst,NZ_clk,OFgn,OFgz;
    Alu alux (Ira,Irb,OPALU,OFgn,OFgz,OALUD);
    one_bit_register fregN(OFgn,IFgn,NZ_rst,NZ_clk,NFCR);
    one_bit_register fregZ(OFgz,IFgz,NZ_rst,NZ_clk,ZFCR);
assign NZ_rst=rst;
assign NZ_clk=clk;
endmodule
`timescale 1ns / 1ps
module one_bit_register(
    input in,
    output reg out,
    input rst,
    input clk,
    input we
    );
always @(posedge clk)
begin 
if (rst==1) begin
out=0;
end
else if (we==1) begin
out=in;
end
end
endmodule
==> ./run.sh <==
#!/bin/bash
# OpenROAD 26Q1-2900-gdf79404cd8, Yosys 0.63+post, stock flow scripts
make -C /OpenROAD-flow-scripts/flow DESIGN_CONFIG=/design/flow/config.mk WORK_HOME=/design/flow/orfs finish
==> ./config.mk <==
export PLATFORM = sky130hd
export DESIGN_NAME = EXE
export DESIGN_NICKNAME = EXE
export VERILOG_FILES = /design/flow/design.v
export SDC_FILE = /design/flow/constraint.sdc
export NUM_CORES = 4
export LEC_CHECK = 1
export CORE_AREA = 10 10 96 96
export DIE_AREA = 0 0 106 106
==> ./constraint.sdc <==
current_design EXE

set clk_period 9.2
set clk_io_pct 0.2

create_clock -name clk0 -period $clk_period [get_ports {clk}]

set non_clock_inputs [all_inputs -no_clocks]
set_input_delay [expr $clk_period * $clk_io_pct] -clock clk0 $non_clock_inputs
set_output_delay [expr $clk_period * $clk_io_pct] -clock clk0 [all_outputs]
==> run summary <==
status = complete, no violations
most frequent cells in the layout = clkdlybuf4s50_1 (33), nand2_1 (19), ha_1 (18)
first-pass GRT wire length = 6.941 mm
Final Routed Wirelength = 4.061 mm
Gate power share = 0.659
area grow syn2layout = 38.48%
Clock Tree Root = clkbuf_8
share of cells above drive strength 1 = 0.09278
area figure in the yosys stat output = 1184 sq um
# diodes = 0
tool warnings = 35
Initial DRT Pass Iterations = 4
Yosys Instances = 164
min Tclk post-route = 6.368 ns
post_cts resized = 0
Sw Share = 0.3935
# hold bufs at CTS = 0
Synth Flop Type = dfxtp_1
WL met3 = 347 microns
CTS max path bufs = 2
GRT overflow = 0
Core Area = 7214 sq um
wire per inst = 13.86 microns
via count = 1333
cts bufs inserted = 3
Synth flops = 2
Max Cap Viol = 0
critical path capture point type = output port
Ports = 34
Slew headroom = 0.4652
largest net degree at the start of global routing = 18
Largest stage delay, worst path = 0.49 ns
area share, top type = 0.1903
Ys Warns = 1
# DRC = 0
Cell Type Count = 47
VDD IR-drop max = 0.03078 mV
FP Core Util = 0.1641
Hold Fails Final Rpt = 0
Mapped Area = 1184 sq um
DP Wirelength = 3.321 mm
final period utilization = 0.6922
Total Routing Usage GR = 0.07216
Reg2Reg Setup Slack = 7.73 ns
CP required = 7.36 ns
die y size = 106 microns
most used cell, CP = clkdlybuf4s50_1
top sig layer = met4
EDFF count, synth = 0
clk sinks = 2
DRT met1 WL = 1.908 mm
H-tree depth = 1
startpoint types = primary input
arrival time worst endpoint = 4.53 ns
Avg Inst Size Synth = 7.217 sq um
crit path kind = primary input to output port
Slew Viols, Final = 0
FP Rows = 31
Synth Seq Share = 0.03383
Clock power frac = 0.270
design internal power = 76.86 uW
routability-driven placement congestion ratio = 0.8556
Post-synth area hogs = ha_1 (19%), o221ai_1 (6.7%), nand2_1 (6.0%)
FMAX = 157.0 MHz
Async SR Flop Fraction = 0
DR iter-0 viols = 62
Psw = 49.86 uW
PortBufs = 33
final core occ = 0.2272
initial antenna violation count = 0
setup bufs post-CTS = 0
area leader, netlist = ha_1
vias per cell = 4.549
Final ANT Viol Nets = 0
TritonCTS clock tree = done
Worst-Margin Slew = 0.7939 ns
met2 WL post-DR = 1.726 mm
die x size = 106 microns
pwr/cell area = 77.31 nW/um^2
Seq pwr share = 0.072
Post-Syn Instances = 164
Clock transition at path regs = 0.03 ns
Min-Delay Path Class = flop to flop
Clock Skew = 0 ns
die area = 11240 sq um
critical path's slowest cell = clkdlybuf4s50_1
dominant logic cell type in the layout = clkdlybuf4s50_1
Static Leakage = 0.6495 nW
CP cell instances = clkdlybuf4s50_1, ha_1, a21oi_2, nand2_1, a41o_1, a31oi_1, xor2_1, o21ai_1, a221o_1, clkdlybuf4s50_1
setup TNS = 0 ns
CP Max Fanout = 8
Late-Pin Clk Latency = 0.21 ns
unrepaired setup endpoints after global routing = false
setup violators final = 0
number of global-route vias before repair = 1409
==> cell families (layout without fill, tap and decap cells) <==
group                    after synthesis  after routing  share of synthesized area
AND-OR/OR-AND                         56             56                     0.3478
AND/OR/NAND/NOR                       54             54                     0.2315
buffers and inverters                 20             50                    0.07822
adder cells (fa/ha/maj)               19             19                     0.2072
XOR/XNOR                              12             12                    0.08879
flip-flops                             2              2                    0.03383
multiplexers                           1              1                    0.01268
==> synthesized netlist by cell type (4+ instances only) <==
library cell	count
nor2_1	12
xnor2_1	6
nand3_1	4
nor2b_1	4
a21oi_1	13
o221ai_1	9
nand2_1	19
xor2_1	6
ha_1	18
inv_1	11
o21ai_0	9
==> power by group through the flow <==
| stage | registers [mW] | clock network [mW] | logic, mW |
|---|---|---|---|
| after global routing | 0.00910 | 0.0361 | 0.0933 |
| final | 0.00906 | 0.0342 | 0.0835 |
| after CTS | 0.00907 | 0.0355 | 0.0838 |
==> through the flow <==
stage / hold slack (ns) / setup WS [ns] / power, mW / cells / instance area [sq um]
2_1_floorplan: 0.5805 / 3.973 / 0.06079 / 164 / 1184
3_3_place_gp: 0.6403 / 2.863 / 0.09286 / 290 / 1598
3_5_place_dp: 0.6443 / 2.816 / 0.09243 / 290 / 1598
4_1_cts: 0.6548 / 2.808 / 0.1283 / 293 / 1639
5_1_grt: 0.7289 / 2.625 / 0.1385 / 293 / 1639
6_report: 0.6453 / 2.832 / 0.1267 / 293 / 1639
==> worst paths after layout <==
kind / from / to / depth (start not counted)
min reg2reg: fregN.out / fregN.out / 3
max: Ira[4] / OALUD[7] / 10
max reg2reg: fregZ.out / fregZ.out / 5
min: fregN.out / fregN.out / 3
==> flip-flops by register name (all words and copies together), names as in the netlist <==
signal,flops
fregN.out,1
fregZ.out,1
==> critical path, delay by kind of cell <==
family / cells / cell delay, ns
buffers and inverters: 2 / 0.91
AND/OR/NAND/NOR: 1 / 0.06
adder cells (fa/ha/maj): 1 / 0.45
XOR/XNOR: 1 / 0.26
AND-OR/OR-AND: 5 / 1.02
==> final cells by class <==
| cell class | count | area, sq um |
|---|---|---|
| Clock buffer | 3 | 41.29 |
| Fill cell | 800 | 5575 |
| Inverter | 14 | 52.55 |
| Multi-Input combinational cell | 142 | 1051 |
| Sequential cell | 2 | 40.04 |
| Tap cell | 99 | 123.9 |
| Timing Repair Buffer | 33 | 330.3 |
==> routing by layer <==
metal  GRT usage  up-vias
li1            -      668
met1     0.09737      605
met2      0.1157       52
met3     0.01529        8
met4     0.01547        0
met5           0        -
Power is estimated from default activity; no workload was simulated.
