===== design/flow/config.mk =====
export PLATFORM = sky130hd
export DESIGN_NAME = outport
export DESIGN_NICKNAME = outport
export VERILOG_FILES = /design/flow/design.v
export SDC_FILE = /design/flow/constraint.sdc
export NUM_CORES = 4
export LEC_CHECK = 1
export CORE_AREA = 10 10 82 82
export DIE_AREA = 0 0 92 92

===== design/flow/constraint.sdc =====
current_design outport

set clk_period 1.4
set clk_io_pct 0.2

create_clock -name clk0 -period $clk_period [get_ports {clk}]

set non_clock_inputs [all_inputs -no_clocks]
set_input_delay [expr $clk_period * $clk_io_pct] -clock clk0 $non_clock_inputs
set_output_delay [expr $clk_period * $clk_io_pct] -clock clk0 [all_outputs]

===== design/flow/design.v =====
`timescale 1ns / 1ps
module Decorder_4_to_7(
input [3:0] in,
    output reg [6:0] out
    );
always @ (in) begin 
		if (in == 0) begin 
			out = 7'b1111110;
		end 
		else if (in == 1) begin 
			out = 7'b0110000;
		end
      else if (in == 2) begin 
			out = 7'b1101101;
		end
      else if (in == 3) begin 
			out = 7'b1111001;
		end
		else if (in == 4) begin
			out = 7'b0110011;
		end
		else if (in == 5) begin 
			out = 7'b1011011;
		end
      else if (in == 6) begin 
          out = 7'b1011111;
		end 
		else if (in == 7) begin 
		 out = 7'b1110000;
		 end
		else if (in == 8) begin 
		 out = 7'b1111111;
		 end
      else if (in == 9) begin 
		 out = 7'b1111011;
		 end
      else if (in == 10) begin 
		 out = 7'b1110111;
		 end
		else if (in == 11) begin 
		 out = 7'b1111111;
		 end
		else if (in == 12) begin 
		 out = 7'b1001110;
		 end
		else if (in == 13) begin 
		 out = 7'b1111110;
		 end
		else if (in == 14) begin 
		 out = 7'b1001111;
		 end
		else 
		 out = 7'b1000111;
		 end
endmodule
`timescale 1ns / 1ps
module outport(
    input [3:0] ind1,
    input [3:0] ind2,
    input Reg1CR,
    input Reg2CR,
    input clk,
    input rst,
    output [6:0] Reg1_out,
    output [6:0] Reg2_out
    );
	 wire reg_rst12,reg_clk12;
	 wire [6:0] do1ri1, do2ri2;
	VII_bit_reg Reg1(do1ri1,Reg1_out,Reg1CR,reg_rst12,reg_clk12);
	VII_bit_reg Reg2(do2ri2,Reg2_out,Reg2CR,reg_rst12,reg_clk12);
	Decorder_4_to_7 dec1 (ind1, do1ri1);
	Decorder_4_to_7 dec2 (ind2, do2ri2);
assign reg_clk12 = clk;
assign reg_rst12 = rst;
endmodule
`timescale 1ns / 1ps
module VII_bit_reg(
input [6:0] in,
    output reg[6:0] out,
    input we,
    input rst,
    input clk
    );
 always@(posedge clk)
	 begin
	 if (rst==1) begin
	 out=0;
	 end
	 else if (we==1) begin
	 out=in;
	 end
	 end
endmodule

===== design/flow/run.sh =====
#!/bin/bash
# OpenROAD 26Q1-2900-gdf79404cd8, Yosys 0.63+post, stock flow scripts
make -C /OpenROAD-flow-scripts/flow DESIGN_CONFIG=/design/flow/config.mk WORK_HOME=/design/flow/orfs finish

==> commit_impl_results.txt <==
Store results of the implementation flow

* Outcome: finished, final reports clean
* Worst clock skew on the final layout: 0 ps
* Final hold vios: 0
- Per the Yosys statistics, synthesis produced between 90 and 100 cells.
* IO Count: 26
- Dividing the detail-routed via count by the number of cells gives 3.88.
- Arr. time, crit path: 1510 ps
* Unrepaired setup endpoints after global routing: false
* Share of layout cells above drive strength 1: 0.200
- According to the hold report, the worst path is of the flip-flop to flip-flop type.
* Top cell type by total area after synthesis: dfxtp_1
* Number of cells in the finished layout apart from fillers: 205
- Die Height: 92 µm
* Clock transition at path regs: 60 ps
- RePlAce ended its routability-driven mode at a weighted congestion of 0.772.
- Initial DRT Pass Iterations: 4
- Post-synth top area share: 0.349
- Total global-route track usage: 0.0498
- Per the OpenROAD floorplan log, the width of the die is 92 µm.
- Cell Rows: 26
- The wire length recorded after detailed routing is ~2100 µm.
- The cell sitting at the root of the clock tree is a clkbuf_8.
* Summed negative setup slack over all endpoints: 0 ps
* Vias in the first global route: 771
- Highest achievable clock rate: 736 MHz
- Synth-to-layout area growth: 60.5%
* Maximum number of pins on one net before global-route repair: 15
- Register-to-register setup slack: 720 ps
- Static leakage power: approximately 0.53 nW
- The CTS report gives the tree buffer count as 3.
* Flop and latch count out of synthesis: 14
* Number of slew-limit violations in the final report: 0
* Chip area: ~8500 µm²
- At the placement stage, the worst setup path has a slack of -291 ps.
- For the completed layout, the total cell area is recorded as 1290 µm².
- A synthesized cell averages 8.35 µm².
- Number of flops mapped to enable cells by yosys: 0
- The pin closest to its max-slew limit shows a slew of about 290 ps.
* WS Path Type: primary input to flip-flop
- The warning tally printed by Yosys for this design is 2.
- Placeable core region: ~5000 µm²
- Power per cell area: 858 nW/µm²
- TritonCTS sink count: 14
* Half-perimeter wire length after detailed placement: 1730 µm
- STA classifies the critical path endpoint as a flip-flop.
* Grt ovf: 0
- The final route contains 795 vias.
- TritonCTS built the clock tree.
* Post-synth area hogs: dfxtp_1 35%, nor2_1 7.0%, a311oi_1 6.6%, xor2_1 4.4%, buf_6 4.2%
- The post-CTS hold buffer count recorded in the log is 0.
* Remaining design rule violation count: 0
* Count of distinct cell types in the synthesized netlist: 31
- The tightest hold path in the finished design has a slack of 471 ps.
- The script logs the mean routed wire length per placed instance as 10.4 µm.
- Overall power consumption after layout is estimated at between 1 and 1.5 mW.
* Post-synth design cell area: approximately 800 µm²
- Setup crit start kind: primary input
- Total of buffers placed on input and output ports: 25
* Fraction of registers with async set/reset: 0
* Largest fanout on the critical path: 4
- Number of nets with antenna violations after routing: 0
- Share of synthesized area occupied by flip-flops and latches: 0.349
- Min cycle time layout: ~1400 ps
- The most used flip-flop cell after synthesis is dfxtp_1.
* Ratio of final minimum period to clock period: 0.970
* Gate count after technology mapping: 96
- Number of logged tool warnings: 25
- IR analysis of the VDD net gives a maximum drop of 0.253 mV.
- The later pin in the worst-skew pair is clocked with a latency of between 200 and 250 ps.
- Number of failing setup endpoints in the final timing report: 0
- The report counts max-capacitance violations totalling 0.
* # fillers: 562
- Headroom to the max-slew limit: 0.806
- The initial antenna violation count is 0.
- Ant diodes: 0
- Per the CTS log, the maximum H-tree level is 1.
* Pre-placement core utilization: 0.158
- Share of the core filled with cells in the final layout: 0.254
- Placed instance area: between 1000 and 1500 µm²
- Cell total after placement: roughly 200
* Deepest clock path buffer count: 2
* Post-route setup slack: 41.5 ps
- DRC violation total after the first TritonRoute iteration: 17
- Yosys reports a chip area of 802 µm².
* Wire length of the first global-routing pass: 3620 µm
- Setup Buffers After CTS: 0
- Required time reported for the critical path endpoint: roughly 1600 ps
## registers in the layout (all words and copies together), names as in the netlist
signal / count
Reg1.out: 7
Reg2.out: 7
## Yosys cell counts, types with 3 or more instances
cell type and n:
nor2_1 15, dfxtp_1 14, a311oi_1 6, nand2_1 6
clkbuf_1 4, o21ai_0 4, xor2_1 4, a211oi_1 3
buf_6 3, nand2b_1 3, o211ai_1 3
## worst max-delay path, cell delays in order
cell and delay, ps:
clkdlybuf4s50_1 530, and3b_1 190, a211o_1 270, a311oi_1 240
## layout make-up
class | instances | area (µm²) | area share
repair buffers | 46 | 414 | 0.322
inverters | 2 | 7.51 | 0.00583
clock buffers | 4 | 55.1 | 0.0428
flip-flops and latches | 14 | 283 | 0.220
well taps | 70 | 87.6 | 0.0680
multi-input cells | 69 | 440 | 0.342
## repair_timing
item                                    4_1_cts  5_1_grt
endpoints found under the setup margin        3        7
gates resized                                 1        5
endpoints found under the hold margin         0        0
## cell families after synthesis
group / share of synthesized area
flip-flops: 0.349
buffers and inverters: 0.101
XOR/XNOR: 0.0437
AND-OR/OR-AND: 0.270
AND/OR/NAND/NOR: 0.236
## placed cells by master, fill, tap and decap left out, drive strengths merged, types with 2 or more instances in the layout
cell type      instances
inv                    2
a211oi                 3
clkbuf                 4
buf                   21
dlymetal6s2s           3
dfxtp                 14
a22o                   2
nor2b                  2
nor2                  15
and3b                  2
nand2                  6
or3                    2
nand3b                 2
nand3                  2
xor2                   4
o211ai                 3
o21a                   2
a311oi                 6
o21ai                  4
a211o                  2
nand2b                 3
clkdlybuf4s50         21
## power breakdown
group	total [mW]	switching, mW	internal (mW)
registers	0.447	0.0155	0.432
logic	0.260	0.0976	0.162
clock network	0.398	0.149	0.249
total	1.11	0.262	0.843
## metal layers
layer | vias to the layer above | wire [µm] | global-route usage
li1 | 427 | - | -
met1 | 348 | 1060 | 0.0668
met5 | - | 0 | 0
met2 | 16 | 946 | 0.0812
met4 | 0 | 53 | 0.0129
met3 | 4 | 74 | 0.00824
## worst paths after layout
check               from     endpoint  cells past startpoint
max              ind1[0]  Reg1.out[3]                      4
min          Reg2.out[4]  Reg2.out[4]                      2
max reg2reg  Reg2.out[1]  Reg2.out[1]                      2
min reg2reg  Reg2.out[4]  Reg2.out[4]                      2
Power is estimated from default activity; no workload was simulated.
